File: run.sh
#!/bin/bash
# OpenROAD 26Q1-2900-gdf79404cd8, Yosys 0.63+post, stock flow scripts
make -C /OpenROAD-flow-scripts/flow DESIGN_CONFIG=/design/flow/config.mk WORK_HOME=/design/flow/orfs finish
File: config.mk
export PLATFORM = sky130hd
export DESIGN_NAME = alu
export DESIGN_NICKNAME = alu
export VERILOG_FILES = /design/flow/design.v
export SDC_FILE = /design/flow/constraint.sdc
export NUM_CORES = 4
export LEC_CHECK = 1
export CORE_UTILIZATION = 30
File: constraint.sdc
current_design alu

set clk_period 15.9
set clk_io_pct 0.2

create_clock -name clk0 -period $clk_period

set non_clock_inputs [all_inputs -no_clocks]
set_input_delay [expr $clk_period * $clk_io_pct] -clock clk0 $non_clock_inputs
set_output_delay [expr $clk_period * $clk_io_pct] -clock clk0 [all_outputs]
File: design.v
module alu(
    input logic[31:0]  a,
    input logic[31:0]  b,
    input logic[4:0]   as,
    input logic[4:0]   alu_control,
    output logic[31:0] result,
    output logic       zero
);
always_comb begin
    case(alu_control)
        5'b00000: result = a & b;  
        5'b00001: result = a | b;  
        5'b00010: result = a + b;  
        5'b00110: result = a - b;  
        5'b00111: result = $unsigned(a) < $unsigned(b);  
        5'b01000: result = $signed(a)<$signed(b);  
        5'b01001: result = b << as;  
        5'b01010: result = $signed(b) >>> as;  
        5'b01011: result = b >> as;  
        5'b01100: result = ~(a | b); 
        5'b01101: result = a ^ b;  
        5'b01110: result = b << a;  
        5'b01111: result = $signed(b) >>> a;  
        5'b10000: result = b >> a;  
        5'b11000: result = (a != b) ? 0:1;  
        5'b11001: result = ($signed(a) > 0) ? 0:1;  
        5'b11010: result = ($signed(a) <= 0) ? 0:1;  
        5'b11011: result = ($signed(a) >= 0) ? 0:1;  
        5'b11111: result = ($signed(a) < 0) ? 0:1;  
        default: result = 0;
    endcase
end
assign zero = (result == 0);
endmodule
==> impl_metrics.toml <==
# generated from flow reports
[status]
status = "finished clean"

[pwr]
p_sw_uw = 441
total_power_uw = 639
p_int_uw = 198
p_per_area_nw_per_um2 = 39.6
netSwitchingFraction_pct = 69.0
irDropWorstVdd_mv = 0.0286
leakage_nw = 6.07

[placement]
gp_congestion = 1.20
io_buffers = 107
dpl_cell_area_sq_um = 16100
hpwl_um = 89900

[detailed_routing]
ant_nets = 0
routed_via_density = 7.42
drtPass1Iterations = 9
route.detailed.drc = 0
vias = 21438
drtIter0Drc = 3582
finalWirelength_um = 116000
wl_per_cell_um = 40.0

[global_routing]
grt_overflow = 0
grt_max_degree = 37
grt_use_met2_pct = 65.6
use_met3_pct = 18.3
antenna_found_initial = 7
grt_pass1_wl_um = 157000
grt.total_usage_pct = 47.8
first_global_vias = 19387
met1_usage_pct = 62.2
grt-busiest-layer = "met2"

[setup_path]
worstPathArrival_ns = 10.20
crit_type = "input port to output port"
end_kind = "output port"
cp_data_required_time_ns = 12.72
cp_max_fo = 20
startpoint_type = "input port"

[die]
chipArea_sq_um = 48100
coreArea_sq_um = 46600
fp-row-count = 79
fp-utilization_pct = 30.4
die_h_um = 219
die_width_um = 219
io_pins = 107

[sta]
fin_crit_ns = 13.38
tns_ns = 0
maxSlewViolCount = 0
rsz0062_at_grt = "false"
hold_viol_final = 0
setup_violations = 0
finalClockPeriodUsage_pct = 84.2
slew_headroom_pct = 15.1
max_slew.worst_pin.slew_ns = 1.24
timing.fmax_ghz = 0.0747

[synthesis]
ys_chip_area_sq_um = 14200
area_leaders = "ha_1, nand2_1, o21ai_0"
synth_area_per_cell_sq_um = 6.30
top_cell_area_share_pct = 8.49
syn-instance-count = 2247
synth_area_leader_cell = "ha_1"
yosys_warnings = 1
yosysUniqueCellTypes = 102
top_cell = "nand2_1"
ys_seq_share_pct = 0
common_cells = "nand2_1, nor2_1, o21ai_0"
ys_cells = 2247
synth_area_sq_um = 14200

[finish]
drive_above_1_share_pct = 9.30
clock_buffers = 0
seq_cells = 0
synthToLayoutAreaGrowth_pct = 14.1
fin_util_pct = 34.7
flop_area_sq_um = 0
post-route-cell-area_sq_um = 16100

[job]
tool_warnings = 96
maxCapViolations = 0

[clocking]
cts_resized = 0
cts.hold.buffers_added = 0
cts_setup_buffers = 0

[hold_path]
holdCritPathClass = "input port to output port"
==> critical path: stages <==
cell             delay [ns]
clkdlybuf4s50_1        0.91
and3b_1                0.27
buf_4                  0.28
nand2_1                0.49
a21oi_2                0.64
buf_4                  0.34
nor2_1                 0.19
a221oi_1               0.33
o211ai_1               0.20
o211ai_1               0.67
nand4_1                0.43
or4_1                  0.68
nand4bb_1              0.22
or4_1                  0.60
nor4_2                 0.24
clkdlybuf4s50_1        0.50
==> final timing paths <==
kind,startpoint,end,cells past startpoint
hold / removal,a[28],result[29],6
setup / recovery,alu_control[2],zero,16
==> cell families after synthesis <==
group / synth area share [%]
AND/OR/NAND/NOR: 28.6
AND-OR/OR-AND: 48.0
XOR/XNOR: 0.681
multiplexers: 5.14
buffers and inverters: 8.76
adder cells (fa/ha/maj): 8.77
==> cell type report <==
cell class	instances	area, sq um
Tap cell	607	759
Timing Repair Buffer	239	2060
Antenna cell	3	7.51
Multi-Input combinational cell	1945	13000
Fill cell	5042	30400
Inverter	95	357
==> cell usage in the layout, fill, tap and decap left out, drive strengths merged, types with 26 or more instances in the layout <==
master / n
mux2i: 58
a211oi: 94
o21ai: 179
clkdlybuf4s50: 107
nor4: 39
nor3: 86
nand3: 76
buf: 132
o211ai: 53
nand2b: 63
a21oi: 143
a22oi: 58
nand2: 242
ha: 96
a32oi: 31
nor2: 175
a221oi: 26
a311oi: 35
inv: 93
o22ai: 32
==> per-stage QoR <==
stage	hold slack (ns)	cells	setup slack, ns
3_5_place_dp	7.82	2886	2.85
2_1_floorplan	6.60	2247	5.48
4_1_cts	7.83	2886	2.81
6_report	7.85	2889	2.52
5_1_grt	7.93	2886	2.41
3_3_place_gp	7.83	2886	2.76
==> routing by layer <==
| layer | wire, um | part of all wire (%) |
|---|---|---|
| met5 | 85 | 0.074 |
| met2 | 44500 | 39 |
| met3 | 16100 | 14 |
| met1 | 45400 | 39 |
| met4 | 9540 | 8.3 |
==> power groups by stage <==
stage,clock network (mW),logic (mW),registers [mW]
4_1_cts,0,0.601,0
5_1_grt,0,0.650,0
Power figures rest on the tool's default switching activity, not on a simulated workload.
