## flow/design.v

```verilog
module add_alu(
    input logic[31:0] pc_out,
    input logic[31:0] shift_out,
    output logic[31:0] out
);
always_comb begin
    out = pc_out + shift_out;
end
endmodule
```

## flow/run.sh

```bash
#!/bin/bash
# OpenROAD 26Q1-2900-gdf79404cd8, Yosys 0.63+post, stock flow scripts
make -C /OpenROAD-flow-scripts/flow DESIGN_CONFIG=/design/flow/config.mk WORK_HOME=/design/flow/orfs finish
```

## flow/config.mk

```make
export PLATFORM = sky130hd
export DESIGN_NAME = add_alu
export DESIGN_NICKNAME = add_alu
export VERILOG_FILES = /design/flow/design.v
export SDC_FILE = /design/flow/constraint.sdc
export NUM_CORES = 4
export LEC_CHECK = 1
export CORE_AREA = 10 10 94 94
export DIE_AREA = 0 0 104 104
```

## flow/constraint.sdc

```tcl
current_design add_alu

set clk_period 14.5
set clk_io_pct 0.2

create_clock -name clk0 -period $clk_period

set non_clock_inputs [all_inputs -no_clocks]
set_input_delay [expr $clk_period * $clk_io_pct] -clock clk0 $non_clock_inputs
set_output_delay [expr $clk_period * $clk_io_pct] -clock clk0 [all_outputs]
```

==> impl_metrics.py <==
# Auto-generated metrics
metrics = {
    "run_status": {
        "status": "complete, no violations",
    },
    "drt": {
        "diodes": 0,
        "vias": 2091,
        "avgRoutedWirePerCell_um": 13.7,
        "wl_mm": 5.80,
        "drtAntennaViolNets": 0,
        "vias_per_cell": 4.95,
        "drtPass1Iterations": 4,
        "drc": 0,
        "initialDrtViolationCount": 75,
    },
    "worst_setup_path": {
        "crit_type": "primary input to output port",
        "crit_start": "pc_out[0]",
        "endpoint_kind": "output port",
        "worstPathMaxFanout": 4,
        "cp_data_arrival_time_ps": 5860,
        "start_kind": "primary input",
        "worstPathRequired_ps": 11600,
    },
    "pwr": {
        "p_sw_share_pct": 39.7,
        "power_density_nw_per_um2": 47.8,
        "p_clk_share_pct": 0,
        "comb_power_share_pct": 100.0,
        "p_int_mw": 0.0802,
        "ir_drop_uv": 19.6,
        "seqPwrFrac_pct": 0,
        "p_leak_nw": 1.18,
        "switchingPower_mw": 0.0527,
    },
    "grt": {
        "grt_antenna_before_repair": 0,
        "grt_pass1_vias": 2131,
        "overflow": 0,
        "grt_max_degree": 11,
        "grt_use_total_pct": 10.4,
        "grt_pass1_wl_mm": 9.85,
    },
    "worst_hold_path": {
        "holdCritPathClass": "primary input to output port",
        "min_from": "shift_out[0]",
    },
    "sta": {
        "hold_violations": 0,
        "clock.fmax_mhz": 114,
        "fin_crit_sh_pct": 60.4,
        "worst_slew_pin_slew_ps": 518,
        "tns_ps": 0,
        "rsz0062_at_grt": "false",
        "setup-violations-final": 0,
        "final.min_clock_period_ps": 8760,
        "drv_slew": 0,
        "slew_headroom_pct": 64.6,
    },
    "synth": {
        "synthCells": 241,
        "common_cells": "ha_1 (31), a21oi_1 (29), a21o_1 (19)",
        "synth.cell_area_um2": 1740,
        "syn_area_per_cell_um2": 7.24,
        "ys_chip_area_um2": 1740,
        "ys_cells": 241,
        "yosysTopAreaCell": "ha_1",
        "synth.distinct_cells": 50,
        "topCellsByArea": "ha_1 (22%), a21oi_1 (8.3%), a21o_1 (8.2%)",
        "most_common_cell": "ha_1",
        "ys_seq_share_pct": 0,
        "yosysTopAreaCellShare_pct": 22.2,
        "yosys_warnings": 1,
    },
    "floorplan": {
        "chipArea_um2": 10800,
        "die_w_um": 104,
        "core_region_area_um2": 6830,
        "dieHeight_um": 104,
        "std_cell_rows": 30,
        "ioPinCount": 96,
        "fp_util_pct": 25.5,
    },
    "final_layout": {
        "fillers": 725,
        "area_growth_syn_to_layout_pct": 59.5,
        "seqCellArea_um2": 0,
        "nFlopsAndLatches": 0,
        "num-clock-buffers": 0,
        "design_area_um2": 2780,
        "drive_above_1_share_pct": 3.07,
    },
    "placed_design": {
        "dp_hpwl_mm": 5.15,
        "globalplace.congestion": 0.822,
        "dpl_cell_area_um2": 2780,
        "io_buffers": 96,
    },
    "clock_network": {
        "cts_setup_buffers": 0,
        "post_cts_resized": 0,
        "cts-hold-fix-buffers": 0,
    },
    "job": {
        "max-cap-violations": 0,
        "log.warning_count": 32,
    },
}
final timing paths:
check | endpoint | slack (ps) | depth (start not counted)
worst min-delay path | out[0] | 6820 | 3
worst max-delay path | out[26] | 5740 | 11
layout by cell type, fill, tap and decap left out, drive strengths merged, types with 10 or more instances in the layout:
master         netlist  layout
a21o                19      19
ha                  31      31
xor2                15      15
xnor2               13      13
nand3               10      10
nor2                12      12
clkdlybuf4s50        0      96
a21oi               29      29
nand2               18      18
o21ai               15      15
critical path, cell delays in order:
cell and delay [ps]:
clkdlybuf4s50_1 400, ha_1 240, fa_1 400, a21o_1 220, a31o_2 280, nand3_1 90, o221ai_1 240, a311oi_1 340
o21bai_1 110, xor2_1 140, clkdlybuf4s50_1 490
power by group through the flow:
stage / combinational [mW] / clock, mW / sequential (mW)
6_report: 0.133 / 0 / 0
4_1_cts: 0.135 / 0 / 0
5_1_grt: 0.149 / 0 / 0
kinds of logic (layout without fill, tap and decap cells):
family	Yosys count	count (layout)	synth area share [%]
AND-OR/OR-AND	97	97	39.3
AND/OR/NAND/NOR	65	65	18.3
adder cells (fa/ha/maj)	32	32	23.4
XOR/XNOR	28	28	14.1
buffers and inverters	17	102	3.80
multiplexers	2	2	1.15
routing by layer:
metal	part of all wire, %	track usage [%]	vias to the layer above	routed length, um
met3	6.0	2.19	0	348
met2	45	17.3	59	2610
met5	0	0	-	0
met1	49	14.2	936	2840
li1	-	-	1096	-
met4	0	0	0	0
cell type report:
class	count	area, um^2	area share, %
inverter	6	22.5	0.810
multi-input combinational	224	1680	60.3
tap	96	120	4.32
timing repair buffer	96	961	34.5
metrics by stage:
| step | cells | hold slack (ps) | setup WS [ps] | util, % | power [mW] |
|---|---|---|---|---|---|
| finish | 422 | 6820 | 5740 | 40.7 | 0.133 |
| global route | 422 | 6870 | 5560 | 40.7 | 0.149 |
| CTS | 422 | 6830 | 5720 | 40.7 | 0.135 |
| detailed placement | 422 | 6840 | 5730 | 40.7 | 0.134 |
| global placement | 422 | 6830 | 5790 | 40.7 | 0.135 |
| floorplan | 241 | 5870 | 6870 | - | 0.0641 |
No activity file was given, so power comes from the tool's default toggle rates.
