==> /design/flow/config.mk <==
export PLATFORM = sky130hd
export DESIGN_NAME = pc
export DESIGN_NICKNAME = pc
export VERILOG_FILES = /design/flow/design.v
export SDC_FILE = /design/flow/constraint.sdc
export NUM_CORES = 4
export LEC_CHECK = 1
export CORE_UTILIZATION = 30
==> /design/flow/constraint.sdc <==
current_design pc

set clk_period 1.1
set clk_io_pct 0.2

create_clock -name clk0 -period $clk_period [get_ports {clk}]

set non_clock_inputs [all_inputs -no_clocks]
set_input_delay [expr $clk_period * $clk_io_pct] -clock clk0 $non_clock_inputs
set_output_delay [expr $clk_period * $clk_io_pct] -clock clk0 [all_outputs]
==> /design/flow/design.v <==
module pc(
    input logic        clk,
    input logic        reset,
    input logic[31:0]  pc_in,
    input logic        pcwrite,
    output logic[31:0] pc_out
);
always_ff @(posedge clk) begin
    if(reset == 1) begin
        pc_out <= 3217031168;
    end
    else if(pcwrite) begin
        pc_out <= pc_in;
    end
end
endmodule
==> /design/flow/run.sh <==
#!/bin/bash
# OpenROAD 26Q1-2900-gdf79404cd8, Yosys 0.63+post, stock flow scripts
make -C /OpenROAD-flow-scripts/flow DESIGN_CONFIG=/design/flow/config.mk WORK_HOME=/design/flow/orfs finish
==> Table 3: Implementation characteristics <==
Characteristics after synthesis and place and route

Parameter                              Value

Floorplanning
  Die Area .................. 4170 sq um
  Core ar. .................. 3720 sq um
  Count of standard-cell rows .................. 22
  Die Wd .................. 64.6 um
  Top-Level Pins .................. 67
  Fraction of the core area occupied by cells at floorplan .................. 0.316
  Die Ht .................. 64.6 um

Placed design
  Number of placed instances with taps included .................. 216
  HPWL after detailed placement .................. 1.87 mm
  Routability cong. .................. 0.692
  Buffers on Ports .................. 66
  Dpl ws .................. -0.109 ns

STA
  Post-route minimum period .................. 1.05 ns
  Hold Slack .................. 0.362 ns
  Final count of hold timing violations .................. 0
  Number of pins with negative max-slew slack in the final report .................. 0
  Highest Clock Rate .................. 952 MHz
  Sum of negative setup slack .................. 0 ns
  Period utilization .................. 0.955
  Slew at the pin with the worst max-slew slack .................. 0.236 ns
  Max-slew headroom .................. 0.843
  Setup violations, final .................. 0
  Setup Skew .................. 0 ns
  Setup repair after global routing missed its margin .................. false
  Setup slack of the critical path after layout .................. 0.0491 ns

Finish
  Proportion of layout cells with a drive suffix above 1 .................. 0.249
  Final standard cell count with taps included and fillers excluded .................. 221
  Fillers .................. 343
  Area added between synthesis and finish .................. 67.1%
  Number of flip-flops under the largest register name .................. 32
  Highest-count cells in the layout ignoring fill and taps .................. 33 x sky130_fd_sc_hd__clkdlybuf4s50_1, 32 x sky130_fd_sc_hd__dlygate4sd2_1, 31 x sky130_fd_sc_hd__dfxtp_2
  Most common logic cell in the routed design .................. sky130_fd_sc_hd__clkdlybuf4s50_1
  Register Area .................. 679 sq um
  Biggest registers after layout .................. pc_out: 32 flops
  Top register by number of flip-flops .................. pc_out
  Multi-input gate area .................. 457 sq um

Clock tree
  Hold buffer count at CTS .................. 0
  Clock-pin transition on the worst setup and hold timing paths .................. 0.06 ns
  Clock tree from TritonCTS .................. done
  Maximum level of the CTS H-tree .................. 2
  Clock buffer depth .................. 2
  Clock insertion delay at the later pin of the skew report .................. 0.27 ns
  TritonCTS buffer count .................. 5
  Buffer cell driving the clock tree root .................. sky130_fd_sc_hd__clkbuf_8
  Number of sinks handled by clock tree synthesis .................. 32

Worst setup path
  RR Startpoint .................. pc_out[29]$_SDFFE_PP1P_
  Crit path launch type .................. flip-flop
  Kind of cell adding the most delay to the critical path .................. flip-flops
  Buffers plus inverters on the worst setup path .................. 1
  Critical Path, Cell by Cell .................. dlygate4sd2_1
  Critical path data arrival time .................. 0.83 ns
  Endpoint of the lowest-slack register-to-register path .................. pc_out[29]$_SDFFE_PP1P_
  Worst Path Class, Setup .................. reg2out
  Worst Reg2Reg Path Length in Cells .................. 2
  CP max FO .................. 2
  CP max stage cell .................. sky130_fd_sc_hd__dfxtp_2
  Data required time at the worst endpoint .................. 0.88 ns
  Slowest cell delay on critical path .................. 0.31 ns
  Endpoint class of the critical path .................. primary output
  Timing startpoint of the critical path .................. pc_out[17]$_SDFFE_PP0P_
  Worst-case register-to-register setup slack .................. 0.31 ns

Synthesis
  Yosys chip area .................. 1170 sq um
  Sequential element share of the synthesized area .................. 0.545
  Count of different cell masters after synthesis .................. 10
  Ys cells .................. 103
  Synthesized flop and latch total .................. 32
  Count of warnings emitted by yosys .................. 1
  Count of mapped cells out of synthesis .................. 103
  Syn avg cell area .................. 11.4 sq um
  Post-synth design cell area .................. 1170 sq um

Detailed routing
  Detailed Routing Iterations Pass 1 .................. 4
  Post-detailed-route wirelength per cell .................. 11.2 um
  Routed WL .................. 2.47 mm
  Ratio of routed vias to standard cells .................. 4.19
  Detailed-route via count .................. 927
  Final antenna-violating net count .................. 0
  DRC violations left .................. 0
  Number of antenna diodes .................. 0
  Number of DRC violations after detailed-routing iteration 0 .................. 10

Global routing
  Congestion Overflow GR .................. 0
  Wire length of the first global-routing pass .................. 4.18 mm
  Total global-route track usage .................. 0.134
  Initial antenna violation count .................. 0
  Number of global-route vias before repair .................. 958
  Maximum number of pins on one net before global-route repair .................. 20

Power and ir drop
  Worst vdd ir .................. 0.654 mV
  Total power draw .................. 2420 uW
  Total power per unit cell area .................. 1230 nW/um^2
  P_leak .................. 0.000922 uW

Hold path
  Startpoint of the most critical hold path .................. pcwrite
  Hold-critical path endpoint .................. pc_out[28]$_SDFFE_PP1P_
  Hold Crit Depth .................. 2
  Worst Hold Class .................. in2reg

Job
  Tool warnings .................. 25
  Maxcap violations .................. 0

Outcome
  Run status .................. complete, no violations
power by group:
part	internal [uW]	switching [uW]
Sequential	1250	28.8
Clock	406	357
Combinational	271	112
Total	1920	498
worst max-delay path by stage:
stage / endpoint / slack, ns / depth (start not counted)
4_1_cts: pc_out[17] / 0.04 / 1
5_1_grt: pc_out[17] / 0.02 / 1
6_report: pc_out[17] / 0.05 / 1
Yosys cell counts:
master                     instances  share of area
sky130_fd_sc_hd__nor2_1           23          0.073
sky130_fd_sc_hd__nor2b_1           5          0.027
sky130_fd_sc_hd__dfxtp_1          32           0.55
sky130_fd_sc_hd__mux2i_1          23           0.20
sky130_fd_sc_hd__clkbuf_1          3         0.0096
sky130_fd_sc_hd__and2b_1           4          0.026
sky130_fd_sc_hd__buf_8             1          0.013
sky130_fd_sc_hd__a211o_1           9          0.067
sky130_fd_sc_hd__buf_6             1         0.0096
sky130_fd_sc_hd__buf_12            2          0.034
repair_timing:
item | 4_1_cts | 5_1_grt
endpoints found under the setup margin | 32 | 0
gates resized | 63 | 0
setup buffers | 0 | 0
hold endpoints to repair | 0 | 0
per-stage QoR:
step | util | cell area (sq um)
6_report | 0.528 | 1960
5_1_grt | 0.528 | 1960
4_1_cts | 0.528 | 1960
3_5_place_dp | 0.510 | 1900
3_3_place_gp | 0.510 | 1900
2_1_floorplan | - | 1170
layout make-up:
class / instances / share of cell area
clock buffers: 5 / 0.0351
multi-input cells: 64 / 0.233
flip-flops and latches: 32 / 0.346
well taps: 48 / 0.0306
repair buffers: 72 / 0.356
metal layers:
metal	part of all wire	GRT usage	vias to the layer above
li1	-	-	487
met1	0.43	0.160	388
met2	0.43	0.228	47
met3	0.12	0.0643	5
met4	0.015	0.0167	0
met5	0	0	-
logic make-up after synthesis:
logic type / after synthesis / share of synthesized area
AOI/OAI and AO/OA: 9 / 0.0671
muxes: 23 / 0.196
DFF: 32 / 0.545
buffers and inverters: 7 / 0.0660
and+or+nand+nor: 32 / 0.126
No activity file was given, so power comes from the tool's default toggle rates.
